### flow/config.mk
export PLATFORM = sky130hd
export DESIGN_NAME = SPI_Wrapper
export DESIGN_NICKNAME = SPI_Wrapper
export VERILOG_FILES = /design/flow/design.v
export SDC_FILE = /design/flow/constraint.sdc
export NUM_CORES = 4
export LEC_CHECK = 1
export CORE_UTILIZATION = 50
### flow/constraint.sdc
current_design SPI_Wrapper

set clk_period 64.1
set clk_io_pct 0.2

create_clock -name clk0 -period $clk_period [get_ports {clk}]

set non_clock_inputs [all_inputs -no_clocks]
set_input_delay [expr $clk_period * $clk_io_pct] -clock clk0 $non_clock_inputs
set_output_delay [expr $clk_period * $clk_io_pct] -clock clk0 [all_outputs]
### flow/run.sh
#!/bin/bash
# OpenROAD 26Q1-2900-gdf79404cd8, Yosys 0.63+post, stock flow scripts
make -C /OpenROAD-flow-scripts/flow DESIGN_CONFIG=/design/flow/config.mk WORK_HOME=/design/flow/orfs finish
### flow/design.v
module SPI_Slave (
    input  MOSI,         
    input  SS_n,         
    input  [7:0]tx_data, 
    input  tx_valid,     
    input  clk,          
    input  arst_n,       
    output reg MISO,          
    output reg [9:0]rx_data,  
    output reg rx_valid        
);  
    localparam IDLE       = 3'b000;
    localparam CHX_CMD    = 3'b001;
    localparam WRITE      = 3'b010;
    localparam READ_ADD   = 3'b011;
    localparam READ_DATA  = 3'b100;
    (* fsm_encoding = "sequential" *)     
    reg [2:0]CS,NS;          
    reg [3:0]rx_counter;       
    reg [3:0]tx_counter;       
    reg rd_addr_hold;        
  always @(posedge clk ) begin
    if(~arst_n)begin
        CS <= IDLE;
    end else
        CS <= NS;
  end
  always @(*) begin
    case (CS)
        IDLE :begin
            if(SS_n)
                NS = IDLE;
            else
                NS = CHX_CMD;
        end 
        CHX_CMD : begin
            if(~SS_n) begin
                if(~MOSI)
                    NS = WRITE;
                else begin
                    if(rd_addr_hold)
                        NS = READ_DATA;
                    else
                        NS = READ_ADD;
                end 
            end
            else  
                NS = IDLE;
        end
        WRITE : begin
            if(~SS_n) begin
                NS = WRITE;
            end
            else  
                NS = IDLE;
        end
        READ_ADD : begin
            if(~SS_n) begin
                NS = READ_ADD;
            end
            else  
                NS = IDLE;
        end
        READ_DATA : begin
            if(~SS_n) 
                NS = READ_DATA;
            else  
                NS = IDLE;
        end
        default:  NS = IDLE;
    endcase
  end
  always @(posedge clk ) begin
    if(~arst_n)begin
        MISO             <= 0;
        rx_data          <= 0;
        rx_valid         <= 0;
        rd_addr_hold     <= 0;
        rx_counter       <= 0;
        tx_counter       <= 0;
    end
    case (CS)
        IDLE :begin
            MISO     <= 0;
            rx_data  <= 0;
            rx_valid <= 0;
            rx_counter  <= 0;
            tx_counter  <= 0;
        end 
        CHX_CMD:begin
            MISO     <= 0;
            rx_data  <= 0;
            rx_valid <= 0;
            rx_counter  <= 0;
            tx_counter  <= 0;
        end
        WRITE:begin
            if(rx_counter<10)begin
                rx_data[9-rx_counter] <= MOSI ;
                rx_counter <= rx_counter + 1;
                rx_valid <= 0;
            end else begin
                rx_valid <= 1;
                rx_counter <= 0;
            end
        end
        READ_ADD:begin
            if(rx_counter<10)begin
                rx_data[9-rx_counter] <= MOSI ;
                rx_counter <= rx_counter + 1;
            end else begin
                rx_valid <= 1;
                rd_addr_hold <=1;
                rx_counter <= 0;
            end
        end
        READ_DATA:begin
            if(rx_counter<10)begin
                rx_data[9-rx_counter] <= MOSI ;
                rx_counter <= rx_counter + 1;
            end else begin
                rx_valid <= 1;
                if(tx_valid)begin
                    if(tx_counter<10)begin
                        MISO <= tx_data[tx_counter] ;
                        tx_counter <= tx_counter + 1;
                    end else begin
                        MISO <= 0;
                        rx_counter   <= 0;
                        tx_counter   <= 0;
                        rd_addr_hold <= 0;
                        rx_valid <= 0;
                    end
                end
            end
        end
        default:begin
          MISO <= 0;
          rx_data <= 0;
          rx_valid <= 0;
          tx_counter <=0;
          rx_counter <=0;
        end 
    endcase
  end
endmodule  
module SPI_Wrapper #(
        parameter MEM_DEPTH = 256,          
        parameter ADD_SIZE = 8              
    )(
        input  MOSI,         
        input  SS_n,         
        input  clk,          
        input  arst_n,       
        output MISO          
    );  
    wire [7:0]tx_data;     
    wire tx_valid;         
    wire [9:0]rx_data;     
    wire rx_valid;                
    SPI_Slave SPI_slave (
                .MOSI(MOSI),          
                .SS_n(SS_n),          
                .tx_data(tx_data),    
                .tx_valid(tx_valid),  
                .clk(clk),            
                .arst_n(arst_n),      
                .MISO(MISO),          
                .rx_data(rx_data),    
                .rx_valid(rx_valid)    
                );  
    single_port_Ram #(
                .MEM_DEPTH(MEM_DEPTH),
                .ADD_SIZE(ADD_SIZE))
                RAM (
                .din(rx_data),           
                .clk(clk),               
                .arst_n(arst_n),         
                .rx_valid(rx_valid),     
                .dout(tx_data),          
                .tx_valid(tx_valid)      
                );
endmodule  
module single_port_Ram #(
    parameter MEM_DEPTH = 256,          
    parameter ADD_SIZE = 8             
)(
  input  [9:0]din,     
  input  clk,          
  input  arst_n,       
  input  rx_valid,     
  output reg [7:0]dout,             
  output reg tx_valid               
);
  reg [ADD_SIZE-1:0]addr_internal;
  (* ram_style = "block" *)reg [7:0]mem[MEM_DEPTH-1:0];
  always @(posedge clk) begin
    if(~arst_n)begin
      dout <= 0;
      tx_valid <= 0;
    end else if(rx_valid) begin
      case (din[9:8])
          2'b00 :
            addr_internal <= din[7:0];
          2'b01 : 
            mem[addr_internal] <= din[7:0];
          2'b10 : 
            addr_internal <= din[7:0];
          2'b11 : begin
            dout <= mem[addr_internal];
            tx_valid <= 1;
          end
          default: begin
            dout <= 0;
            tx_valid <= 0;
          end
      endcase
    end else begin
      tx_valid <= 0;
    end
  end 
endmodule
==> out/notes.md <==
TritonRoute output was used to compute an average wire per cell of 34.6 um. Setup slack on the worst reg-to-reg path comes out at 59.03 ns. The most critical min-delay path falls under reg -> reg.

After clock tree synthesis, the clock-pin slew on the worst setup and hold paths is 0.06 ns. Setup repair after global routing left no endpoint under its margin. The total length of routed wires was 223000 um; the data required time of the worst path was 64.59 ns. Fraction of power consumed by the clock network: 45.9%.

Per STA, the worst path is made up of clkdlybuf4s50_1 -> buf_4 -> nand4b_1 -> nor3_1 -> nand2_2 -> buf_4 -> nor2_1. Looking at the critical path, the highest net fanout was 29. The worst endpoint data arrival time is 16.03 ns, and the register bit count reported by yosys is 2091. For this run, the top clock speed supported by timing is 64.4 MHz.

The run gives 137000 um as the HPWL reported at the end of detailed placement. The placement summary gives the final routability congestion estimate as 0.943. The total of warnings raised by yosys was 3. Summing the sequential cell areas from Yosys gives 76.2% of the chip area. In this run the cell area of the synthesized design comes to 82000 um2. Of the cells placed in the final design, the portion with a size suffix greater than 1 is 23.5%. The share of total power dissipated in sequential elements is 54.0%.

The clock period could shrink to 15.54 ns. The logs give 6 for the initial antenna violation count and 0.86 ns for the clock latency of the later-clocked register in the worst-skew pair. Before placement the cells fill 50.4% of the core. The launch point of the worst min-delay path is recorded as SPI_slave.CS[0]$_DFF_P_.

The first global-routing pass estimated 320000 um of wire. The share of the clock period used by the worst path works out to 24.2%. Setup slack on the worst path after placement came out at 47.78 ns.

The tools report the clock root buffer master as sky130_fd_sc_hd__clkbuf_16. The logs give 0 for the remaining global-route overflow and 0 for the post-route antenna net violation count. Across the routed clock network, the largest skew measured is 0.0427 ns. The tools report the count of hold-fix buffers inserted at cts as 0. The number of buffers inserted to repair setup after CTS came out at 0. The standard-cell row count came out at 148. By instance count, the leading cell after synthesis is sky130_fd_sc_hd__edfxtp_1. For the number of iterations in the first detailed-routing pass, the log shows 5. The cell with the largest stage delay on the worst path is sky130_fd_sc_hd__nand2_2.

The H-tree was split into 4 levels. The power density of the placed cells works out to 29.8 nW/um2. For reference, the final report shows the hold violation count at 0. The run gives 0 as the setup violation total in the final timing report. The run gives 1.10 ns for the transition at the pin with the smallest max-transition slack.

STA classifies the critical path endpoint as a flop. The share of total power dissipated in combinational logic is 0.1%. By count the netlist is led by sky130_fd_sc_hd__edfxtp_1 (2056), sky130_fd_sc_hd__mux4_2 (488), sky130_fd_sc_hd__nor2_1 (313). The area fraction of the largest cell type after synthesis is 75.3%. Per the synth stats, the flop cell with the highest instance count is sky130_fd_sc_hd__edfxtp_1. Internal power comes to 2.21 mW.

The worst setup path is launched from an input pin. The routed design shows a via density per instance of 6.28. The analysis reports a worst IR drop on VDD of 0.0301 mV.

Counting instances, the worst hold path has a depth of 2. The via count of the first global-routing pass was 45.3k; the y dimension of the die was 407 um. The stage-log warning count came out at 33. The number of standard cells after synthesis was 3978; the depth of the critical timing path with buffers and inverters included was 7. In the setup report, the worst path falls into the class in -> reg. According to the I/O placement log, the pin count is 5.

The final routed DRC violation total came out at 0. The synthesis report lists the most area-consuming cells as sky130_fd_sc_hd__edfxtp_1 (75%), sky130_fd_sc_hd__mux4_2 (13%), sky130_fd_sc_hd__mux2i_1 (2.4%), sky130_fd_sc_hd__nor2_1 (1.4%), sky130_fd_sc_hd__dfxtp_1 (0.85%). The reported net switching power came out at 520 uW. The dominant delay contributor by cell family on the critical path was simple AND/OR/NAND/NOR gates.

The run gives 4 for the count of input and output buffers. Cell accounting for the most synthesized area: sky130_fd_sc_hd__edfxtp_1. Summed over all failing endpoints, the final setup total negative slack is 0 ns.

Hold-critical path endpoint: SPI_slave.CS[3]$_DFF_P_. CTS added clock buffers totalling 207. The worst register-to-register path has a depth of 10. The logs give 3 for the buffer depth of the longest clock path and 40.5k for the via count.

In this run the static leakage power is 24.0 nW. The floorplan step set the die width to 407 um. The cell that appears most often on the critical path is sky130_fd_sc_hd__buf_4.

For this run, the share of the core covered by cells in the final layout is 56.4%. The cell count listed in synth_stat.txt was 3978. A synthesized cell averages 20.6 um2.

The run gives 12.0% for the area added between synthesis and finish. The endpoint identified for the worst register-to-register timing path is RAM.dout[6]$_SDFFE_PN0P_. Measured against its own limit, the worst slew margin works out to 26.4%.

After floorplanning, the die was sized to cover 166000 um2. In this run the critical register-to-register path is launched from RAM.addr_internal[1]$_DFFE_PP_. Of the total power, the share spent switching nets is 19.0%. The async set-or-reset flop fraction in the synthesized netlist works out to 0%. The post-synth count of flops with an enable pin is 2056.

With the worst path buffer plus inverter count at 3, the setup slack of the critical path after layout is 48.56 ns. The final timing report lists a max-slew violation count of 0. The run finished with clean final reports. The run gives 82000 um2 for the post-synth area from yosys stat. The logs give 101 for the maximum number of pins on one net before global-route repair and 2091 for the number of clock sinks seen by CTS. For the quantity of gates resized following cts, the log shows 0. The run gives 2939 for the initial detailed-routing violation count. Max-cap violations in this run came to 0. The global routing report lists combined usage of all routing layers as 31.4%. In this design, the stage delay of the slowest critical-path cell is 0.62 ns. TritonCTS built the clock tree.

Distinct cell type count of the synthesized netlist: 75. Total core area: 163000 um2.
-- cell type report --
type | count | area [um2]
fillers | 11807 | 70900
repair buffers | 150 | 1260
clock buffers | 236 | 5290
multi-input cells | 1622 | 18200
well taps | 2175 | 2720
flip-flops and latches | 2091 | 62500
clock inverters | 147 | 1800
inverters | 21 | 81.3
diodes | 3 | 7.51
-- how the worst max path moves through the flow --
stage	endpoint	from
CTS	RAM.mem[24][3]$_DFFE_PP_	arst_n
global route	RAM.mem[24][3]$_DFFE_PP_	arst_n
finish	RAM.mem[24][3]$_DFFE_PP_	arst_n
-- cell families after synthesis --
group | synth area share [%]
muxes | 16.2
DFF | 76.2
adders and majority gates | 0.198
xor gates and xnor gates | 0.0321
and+or+nand+nor | 3.27
AOI/OAI and AO/OA | 2.47
buffers and inverters | 1.71
-- stage by stage --
stage / area [um2] / cells / total power, mW / hold slack (ns)
finish: 91900 / 6445 / 2.73 / 0.419
global route: 91900 / 6442 / 2.80 / 0.450
CTS: 91900 / 6442 / 2.75 / 0.426
detailed placement: 84800 / 6059 / 1.51 / 0.414
global placement: 84800 / 6059 / 1.51 / 0.399
floorplan: 82000 / 3978 / 1.51 / 0.394
-- cell usage in the layout, fill, tap and decap left out, types with 51 or more instances in the layout --
master and instances:
sky130_fd_sc_hd__edfxtp_1 2056, sky130_fd_sc_hd__mux4_2 488, sky130_fd_sc_hd__nor2_1 312, sky130_fd_sc_hd__clkbuf_16 207, sky130_fd_sc_hd__mux2i_1 198, sky130_fd_sc_hd__buf_4 136, sky130_fd_sc_hd__nand2_1 98, sky130_fd_sc_hd__nand3_1 65
sky130_fd_sc_hd__a22oi_1 61, sky130_fd_sc_hd__clkinv_1 51
-- sequential cells by signal, summed over array words and instances (netlist names) --
signal                  flops
SPI_slave.CS                5
RAM.mem                  2048
RAM.tx_valid                1
SPI_slave.rd_addr_hold      1
SPI_slave.rx_data          10
SPI_slave.rx_valid          1
SPI_slave.tx_counter        4
SPI_slave.rx_counter        4
RAM.dout                    8
SPI_slave.MISO              1
RAM.addr_internal           8
-- tightest hold or removal path: stages, from the launching register on --
cell	delay [ns]
sky130_fd_sc_hd__dfxtp_1	0.29
sky130_fd_sc_hd__inv_1	0.05
sky130_fd_sc_hd__nor2_1	0.04
-- power by group through the flow --
| stage | registers [mW] | logic (mW) | clock network, mW |
|---|---|---|---|
| 6_report | 1.48 | 0.00235 | 1.25 |
| 5_1_grt | 1.48 | 0.00257 | 1.32 |
| 4_1_cts | 1.48 | 0.00232 | 1.27 |
-- metal layers --
metal	track usage, %	vias up	part of all wire [%]
met1	41.9	20334	32
met3	25.0	414	18
li1	-	16751	-
met4	8.26	28	3.6
met5	3.21	-	0.34
met2	42.5	2963	46
Power figures rest on the tool's default switching activity, not on a simulated workload.
